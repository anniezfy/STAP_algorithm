==> flow/config.mk <==
export PLATFORM = sky130hd
export DESIGN_NAME = Delay_FF
export DESIGN_NICKNAME = Delay_FF
export VERILOG_FILES = /design/flow/design.v
export SDC_FILE = /design/flow/constraint.sdc
export NUM_CORES = 4
export LEC_CHECK = 1
export CORE_UTILIZATION = 30
==> flow/constraint.sdc <==
current_design Delay_FF

set clk_period 1.0
set clk_io_pct 0.2

create_clock -name clk0 -period $clk_period [get_ports {clk}]

set non_clock_inputs [all_inputs -no_clocks]
set_input_delay [expr $clk_period * $clk_io_pct] -clock clk0 $non_clock_inputs
set_output_delay [expr $clk_period * $clk_io_pct] -clock clk0 [all_outputs]
==> flow/design.v <==
`timescale 1ns / 1ps
module Delay_FF(
input clk,
input [31:0] shift_x,
output reg [31:0] shift_x17
    );
     reg [31:0]  shift_x0,shift_x1,shift_x2,shift_x3,shift_x4,shift_x5,shift_x6,
     shift_x7,shift_x8,shift_x9,shift_x10,shift_x11,shift_x12,shift_x13,shift_x14,
     shift_x15,shift_x16;
   always@(shift_x)
   begin
   shift_x0 <= shift_x;
   end
    always@(posedge clk)
    begin
    shift_x1 <= shift_x0;
    shift_x2 <= shift_x1;
    shift_x3 <= shift_x2;
    shift_x4 <= shift_x3;
    shift_x5 <= shift_x4;
    shift_x6 <= shift_x5;
    shift_x7 <= shift_x6;
    shift_x8 <= shift_x7;
    shift_x9 <= shift_x8;
    shift_x10 <= shift_x9;
    shift_x11 <= shift_x10;
    shift_x12 <= shift_x11;
    shift_x13 <= shift_x12;
    shift_x14 <= shift_x13;
    shift_x15 <= shift_x14;
    shift_x16 <= shift_x15;
    shift_x17 <= shift_x16;
    end
endmodule
==> flow/run.sh <==
#!/bin/bash
# OpenROAD 26Q1-2900-gdf79404cd8, Yosys 0.63+post, stock flow scripts
make -C /OpenROAD-flow-scripts/flow DESIGN_CONFIG=/design/flow/config.mk WORK_HOME=/design/flow/orfs finish
==> changes_impl.md <==
## Implementation

* Worst vdd ir at roughly 1.6 mV
* CP max-delay cell: dfxtp_2
* Slew HR at 0.890
* Placed standard-cell area at 12100 um2
* Crit path capture type: primary output
* Worst-path clk slew at around 60 ps
* Clock skew at about 11 ps
* Post-layout min period at 1180 ps
* Multi-input gate area at 0 um2
* CTS Hold Buffers Added at 0
* Final wirelength at about 9.3 mm
* Latency at later pin at 560 ps
* Reg-to-reg endpoint: shift_x2[20]
* Type of the worst min-delay path: in2reg
* Setup ws final at -179 ps
* # Post-CTS Setup Buffers at 0
* Initial antenna violation count at 0
* P_sw at 0.00794 W
* Post-synthesis mux area share at 0
* Row cnt at between 60 and 70
* Tool Warnings at 27
* Ao+oa area frac at 0
* Arrival time at the worst endpoint at 980 ps
* Post-DRT Antenna Nets at 0
* Simple-Gate Area Share at 0
* CORE AREA at approximately 36000 um2
* Largest net degree at the start of global routing at 16
* Crit path max-delay family: flip-flops
* CTS H-Tree Depth at 2
* #MultiIn Comb at 0
* DIE AREA at roughly 37000 um2
* Inserted Clock Buffers at 53
* Xor/xnor share at 0
* Area grow syn2layout at 26.8%
* GP Congestion at 0.602
* Io pins at 65
* Worst-case clock buffer depth at 3
* Cell Area, Synth at 10900 um2
* Gate Count Post-Synth at 544
* Post-synth regs at 544
* Critical Path Start: shift_x17[24]
* Fmax at 848 MHz
* Mean Syn Cell Area at 20.0 um2
* Cell Pwr Density at approximately 3100 nW/um2
* R2R depth at 0
* Crit path buffers/inverters at 1
* Share of cells above drive strength 1 at 0.181
* Setup crit end: shift_x17[24]
* CP peak stage delay at approximately 310 ps
* Die extent in y at 193 um
* Initial Util at 0.305
* Overall global routing resource usage at 0.0527
* Max FO, Critical Path at 1
* WS Path Type: reg2out
* Grt total ovfl at 0
* Layout Utilization at 0.387
* IO buf count at 64
* Final TNS setup at -4840 ps
* # Cells Yosys at ~540
* Drt wl/cell at 8.00 um
* DRT Pass-1 Iters at between 40 and 50
* Antenna cell count at 0
* First-pass GRT wire length at between 15 and 20 mm
* Cells after DPL at approximately 1.1k
* Fin crit share at 1.18
* Layout Cells excl Fill at 1167
* CP startpoint kind: flip-flop
* Sw frac at 0.183
* Reg power frac at 0.532
* Failing checks: design-rule violations, negative setup slack
* Clock Sinks at 544
* Root Driver: clkbuf_16
* Seq/Total Area, Yosys at 1.00
* Synth warn at 1
* CTS tree: done
* Clock share of power at 0.464
* Stages on worst setup path at 1
* Worst slew pin tran at 164 ps
* Worst EP required at 800 ps
* Fa+ha+maj area frac at 0
* Final design area excluding fillers at 13800 um2
* Maxcap violations at 0
* Final hold vios at 0
* Routed vias at 3355
* Status: complete, but fails checks
* Yosys cell types at 1
* Vias per inst at about 2.9
* Flop2flop setup slack at 590 ps
* RSZ-0062 raised after global routing: true
* Gate power share at 0.004
* LEAKAGE at about 5.7 nW
* First DRT Iteration DRCs at 78
* Die Wd at 193 um
* Yosys stat chip area at 10900 um2
* RR Startpoint: shift_x1[20]
* DRC viols at 9
* Final setup viols at 32
* Pint at between 0.03 and 0.04 W
* Critical-path cell list: buf_2
* Final Slew Violations at 0
* Vias in the first global route at ~3.4k
[synthesized netlist by cell type]
cell type,count,area share
dfxtp_1,544,1.0
[power by group through the flow]
stage | sequential (W) | clock, W | combinational [W]
6_report | 0.0231 | 0.0201 | 0.000168
4_1_cts | 0.0231 | 0.0209 | 0.000172
5_1_grt | 0.0232 | 0.0219 | 0.000188
[per-layer routing]
layer / up-vias / track usage / wire length, um
met4: 0 / 0.0345 / 515
met1: 1281 / 0.0801 / 4890
met3: 42 / 0.0226 / 829
met5: - / 0 / 0
met2: 95 / 0.0613 / 3100
li1: 1937 / - / -
[timing repair]
action / CTS / global route
cloned: 0 / 0
endpoints found under the setup margin: 32 / 32
resized: 102 / 1
pin swaps: 0 / 0
[through the flow]
step | setup WS, ps | hold slack (ps) | total power [W]
after floorplan | 538 | 228 | 0.0234
after global placement | 59.0 | 310 | 0.0238
after detailed placement | 33.1 | 312 | 0.0238
after CTS | -231 | 26.3 | 0.0442
after global routing | -232 | 42.1 | 0.0453
final | -179 | 77.2 | 0.0433
[layout make-up]
class / count / area [um2]
fillers: 3218 / 21800
flip-flops and latches: 544 / 10900
repair buffers: 64 / 480
clock inverters: 25 / 344
well taps: 461 / 577
clock buffers: 73 / 1510
[worst min-delay path by stage]
stage / start / endpoint / slack, ps / cells after the start
CTS: shift_x[12] / shift_x1[12] / 30 / 1
global route: shift_x[14] / shift_x1[14] / 40 / 1
finish: shift_x[12] / shift_x1[12] / 80 / 1
[cells by family (layout without fill, tap and decap cells)]
logic type,Yosys count,count (layout)
buffers and inverters,0,162
DFF,544,544
[registers in the layout (all words and copies together), names as in the netlist]
signal and cells:
shift_x10 32, shift_x11 32, shift_x12 32, shift_x13 32, shift_x14 32, shift_x15 32, shift_x16 32, shift_x17 32
shift_x1 32, shift_x2 32, shift_x3 32, shift_x4 32, shift_x5 32, shift_x6 32, shift_x7 32, shift_x8 32
shift_x9 32
[layout by cell type (no fill, tap or decap)]
master	Yosys	final
buf_2	0	32
bufinv_16	0	7
clkbuf_1	0	9
clkbuf_16	0	53
clkbuf_8	0	11
clkdlybuf4s50_1	0	32
clkinv_2	0	9
clkinv_4	0	2
clkinv_8	0	2
clkinvlp_4	0	4
dfxtp_1	544	537
dfxtp_2	0	7
inv_6	0	1
Power figures rest on the tool's default switching activity, not on a simulated workload.
