==> /design/flow/design.v <==
`timescale 1ns / 1ps
module DFFY(
input clk,
input [63:0] shift_x,
output reg [63:0] shift_x17
    );
     reg [31:0]  shift_x0,shift_x1,shift_x2,shift_x3,shift_x4,shift_x5,shift_x6,
     shift_x7,shift_x8,shift_x9,shift_x10,shift_x11,shift_x12,shift_x13,shift_x14,
     shift_x15,shift_x16;
   always@(shift_x)
   begin
   shift_x0 <= shift_x;
   end
    always@(posedge clk)
    begin
    shift_x1 <= shift_x0;
    shift_x2 <= shift_x1;
    shift_x3 <= shift_x2;
    shift_x4 <= shift_x3;
    shift_x5 <= shift_x4;
    shift_x6 <= shift_x5;
    shift_x7 <= shift_x6;
    shift_x8 <= shift_x7;
    shift_x9 <= shift_x8;
    shift_x10 <= shift_x9;
    shift_x11 <= shift_x10;
    shift_x12 <= shift_x11;
    shift_x13 <= shift_x12;
    shift_x14 <= shift_x13;
    shift_x15 <= shift_x14;
    shift_x16 <= shift_x15;
    shift_x17 <= shift_x16;
    end
endmodule
==> /design/flow/run.sh <==
#!/bin/bash
# OpenROAD 26Q1-2900-gdf79404cd8, Yosys 0.63+post, stock flow scripts
make -C /OpenROAD-flow-scripts/flow DESIGN_CONFIG=/design/flow/config.mk WORK_HOME=/design/flow/orfs finish
==> /design/flow/config.mk <==
export PLATFORM = sky130hd
export DESIGN_NAME = DFFY
export DESIGN_NICKNAME = DFFY
export VERILOG_FILES = /design/flow/design.v
export SDC_FILE = /design/flow/constraint.sdc
export NUM_CORES = 4
export LEC_CHECK = 1
export CORE_UTILIZATION = 40
==> /design/flow/constraint.sdc <==
current_design DFFY

set clk_period 1.0
set clk_io_pct 0.2

create_clock -name clk0 -period $clk_period [get_ports {clk}]

set non_clock_inputs [all_inputs -no_clocks]
set_input_delay [expr $clk_period * $clk_io_pct] -clock clk0 $non_clock_inputs
set_output_delay [expr $clk_period * $clk_io_pct] -clock clk0 [all_outputs]
==> impl_metrics.yaml <==
# generated from flow reports
status:
  status: "finished with violations"
  violations: "setup timing"
synthesis:
  netlist_area_sq_um: 11130
  synth_adder_area_share_pct: 0
  ys_seq_elements: 544
  top_cell: "dfxtp_1"
  edf_count: 0
  synth.cellmix.simpleShare_pct: 0
  synth_area_leader_cell: "dfxtp_1"
  ys_warn_count: 1
  top_area_share_pct: 97.81
  ys_seq_share_pct: 97.81
  synth_cell_types: 3
  avgSynthCellArea_sq_um: 19.30
  mux_area_share_pct: 0
  top_cells_by_area: "dfxtp_1 (98%), buf_4 (2.2%), conb_1 (0.034%)"
  async_flop_share_pct: 0
  synthesis.instances: 577
  yosysCellCount: 577
  yosys.area_share.aoi_pct: 0
  flop_cell: "dfxtp_1"
  yosys_area_sq_um: 11130
  top_logic_kind: "buffers and inverters"
  common_cells: "dfxtp_1 (544), buf_4 (32), conb_1 (1)"
  synth_xor_xnor_area_share_pct: 0
grt:
  grt_max_degree: 18
  grt_pass1_vias: 3192
  overflow: 0
  grt_first_pass_wirelength_microns: 14700
  grt_use_total_pct: 6.462
  antenna_found_initial: 0
critical_path:
  r2r.worst_path.cells: 0
  cp_slowest_cell: "dfxtp_2"
  cp-end-kind: "primary output"
  crit_path_max_incr_delay_ns: 0.31
  r2r-end: "shift_x3[2]"
  cp.required_ns: 0.80
  crit_arrival_ns: 0.94
  crit_type: "reg -> out"
  cp_max_fo: 1
  path_delay_family: "flip-flops"
  path_cells: "buf_2"
  timing.rr.start: "shift_x2[2]"
  setup.worst_path.start_class: "flop"
  regToRegSetupSlack_ns: 0.58
  path_buffers: 1
finish:
  flop_area_sq_um: 10900
  drive_above_1_share_pct: 15.24
  syn_to_final_growth_pct: 21.51
  comb_area_sq_um: 120.1
  n_fill_cell: 2158
clock_network:
  clockRootBuffer: "clkbuf_16"
  clk_pin_slew_ns: 0.06
  clk_path_buf_depth: 3
  clock_latency_ns: 0.52
  ctsHtreeMaxLevel: 2
  clock_sinks: 544
  cts_hold_buf: 0
  cts_tree: "done"
  numCtsBuffers: 47
placed_design:
  hpwlAfterDp_microns: 3795
  pre_cts_ws_ns: 0.03211
  portBuffers: 64
  place.gp.congestion: 0.6538
hold_path:
  holdPathStages: 1
  hp-start: "shift_x[25]"
  holdCritPathClass: "in -> reg"
  hold_end: "shift_x1[25]"
sta:
  fin_setup_tns_ns: -3.762
  finalMaxSlewViolations: 0
  grt_setup_unrepaired: "true"
  fmax_mhz: 876.0
  hold-worst-slack_ns: 0.1132
  final-hold-violation-count: 0
  setup_viol: 32
  min_period_over_period_pct: 114.2
  fin_ws_ns: -0.1416
  skew_ns: 0.007607
  period_minus_slack_ns: 1.142
die:
  initial_core_util_pct: 41.08
  io_pins: 129
  die_w_microns: 168.8
  die_area_sq_um: 28510
  coreArea_sq_um: 27100
  die_y_microns: 168.8
  row_count: 60
run:
  maxCapViolCount: 0
  warnings: 59
power:
  switching_share_pct: 17.86
  p_switching_mw: 7.301
  power_frac_seq_pct: 56.4
  leakagePower_nw: 5.709
  p_clk_share_pct: 43.2
  comb_power_share_pct: 0.4
  p_int_mw: 33.59
  powerDensity_nw_per_um2: 3022
  vdd_ir_drop_max_v: 0.001352
route:
  vias: 3456
  drt_first_pass_iters: 4
  routed_wl_microns: 9030
  drtIter0Drc: 162
  route.detailed.drc: 0
  post_drt_wl_per_cell_microns: 8.254
  via_per_inst: 3.159
  ant_nets: 0
  diodes: 0
-- per-stage QoR --
stage	cell area, sq um	utilization (%)	total power, mW	instances
floorplan	11250	-	23.54	608
global placement	12120	44.71	23.74	1012
detailed placement	12120	44.71	23.78	1012
CTS	13530	49.92	41.46	1094
global route	13530	49.92	42.50	1094
finish	13530	49.92	40.89	1094
-- what timing repair did --
action,in CTS,in global routing
gates resized,103,1
buffers inserted,0,0
endpoints found under the setup margin,32,32
-- how the worst max path moves through the flow --
stage | from | end | depth (start not counted) | slack [ns]
finish | shift_x17[3] | shift_x17[3] | 1 | -0.14
global route | shift_x17[4] | shift_x17[4] | 1 | -0.19
CTS | shift_x17[3] | shift_x17[3] | 1 | -0.17
-- power groups by stage --
stage,logic [mW],registers (mW),clock network [mW]
after CTS,0.178,23.1,18.2
final,0.174,23.1,17.6
after global routing,0.195,23.2,19.1
-- metal layers --
metal	track usage, %	part of all wire, %
met1	10.40	53
met2	7.797	33
met3	2.310	8.0
met4	3.636	5.2
met5	0	0
-- registers in the layout, summed over array words and instances, names as in the netlist --
register	flops
shift_x14	32
shift_x11	32
shift_x5	32
shift_x8	32
shift_x3	32
shift_x1	32
shift_x12	32
shift_x2	32
shift_x10	32
shift_x6	32
shift_x16	32
shift_x4	32
shift_x7	32
shift_x15	32
shift_x17	32
shift_x9	32
shift_x13	32
-- cells in the final DEF (no fill, tap or decap) --
master / netlist / routed
buf_2: 0 / 32
clkbuf_16: 0 / 49
dfxtp_2: 0 / 7
clkinvlp_4: 0 / 2
clkinv_2: 0 / 5
inv_6: 0 / 1
clkdlybuf4s50_1: 0 / 32
bufinv_16: 0 / 4
conb_1: 1 / 32
clkinv_4: 0 / 2
dfxtp_1: 544 / 537
clkbuf_8: 0 / 8
clkbuf_1: 0 / 11
-- kinds of logic after synthesis --
logic type	Yosys count
DFF	544
buffers and inverters	32
other	1
-- cell type report --
| class | count | area share [%] |
|---|---|---|
| Sequential cell | 544 | 80.56 |
| Clock buffer | 68 | 10.18 |
| Timing Repair Buffer | 64 | 3.551 |
| Tap cell | 372 | 3.440 |
| Clock inverter | 14 | 1.378 |
| Multi-Input combinational cell | 32 | 0.8878 |
No activity file was given, so power comes from the tool's default toggle rates.
